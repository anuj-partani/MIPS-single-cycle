==> design/flow/design.v <==
module ALU
(
	input signed [31:0] alu_input_0,
	input signed [31:0] alu_input_1,
	input [3:0] alu_control,
	output zero,
	output reg [31:0] alu_output 
);
	always @(alu_input_0,alu_input_1,alu_control) begin
		case (alu_control)
			4'b0000 : alu_output = alu_input_0 & alu_input_1;  
			4'b0001 : alu_output = alu_input_0 | alu_input_1;  
			4'b0010 : alu_output = alu_input_0 + alu_input_1;  
			4'b0110 : alu_output = alu_input_0 - alu_input_1;  
			4'b0111 : alu_output = (alu_input_0 < alu_input_1) ? 32'h1 : 32'h0;  
			4'b0101 : alu_output = ~(alu_input_0 | alu_input_1);  
			default : alu_output = 32'h0;
		endcase
	end
	assign zero = (alu_output == 32'h00000000);
endmodule
module tb_ALU ();
	reg [31:0] tb_alu_input_0;
	reg [31:0] tb_alu_input_1;
	reg [3:0] tb_alu_control;
	wire tb_zero;
	wire [31:0] tb_alu_output;
	initial begin
		tb_alu_input_0 = 32'h00000003;
		tb_alu_input_1 = 32'hFFFFFFFF;
		#50 tb_alu_control = 4'b0000;
		#50 tb_alu_control = 4'b0001;
		#50 tb_alu_control = 4'b0010;
		#50 tb_alu_control = 4'b0110;
		#50 tb_alu_control = 4'b0111;
		#50 tb_alu_control = 4'b0101;
		#50 tb_alu_control = 4'b0001;
		#50;
	end
	ALU test_ALU
	(
		.alu_input_0 (tb_alu_input_0),
		.alu_input_1 (tb_alu_input_1),
		.alu_control (tb_alu_control),
		.zero        (tb_zero       ),
		.alu_output  (tb_alu_output )
	);
endmodule
==> design/flow/run.sh <==
#!/bin/bash
# OpenROAD 26Q1-2900-gdf79404cd8, Yosys 0.63+post, stock flow scripts
make -C /OpenROAD-flow-scripts/flow DESIGN_CONFIG=/design/flow/config.mk WORK_HOME=/design/flow/orfs finish
==> design/flow/config.mk <==
export PLATFORM = sky130hd
export DESIGN_NAME = ALU
export DESIGN_NICKNAME = ALU
export VERILOG_FILES = /design/flow/design.v
export SDC_FILE = /design/flow/constraint.sdc
export NUM_CORES = 4
export LEC_CHECK = 1
export CORE_UTILIZATION = 30
==> design/flow/constraint.sdc <==
current_design ALU

set clk_period 16.7
set clk_io_pct 0.2

create_clock -name clk0 -period $clk_period

set non_clock_inputs [all_inputs -no_clocks]
set_input_delay [expr $clk_period * $clk_io_pct] -clock clk0 $non_clock_inputs
set_output_delay [expr $clk_period * $clk_io_pct] -clock clk0 [all_outputs]
==> run summary <==
Port Buffers -> 101
number of max-cap violations -> 0
Slew HR -> 45.89%
cells in synth_stat.txt -> 842
area grow syn2layout -> 20.51%
unrepaired setup endpoints after global routing -> no
Final Instance Area -> 0.006711 mm²
dpl hpwl -> 16370 µm
Power Density -> 32.63 mW/mm²
CP endpoint kind -> primary output
fraction of the cycle the final worst path needs -> 71.86%
synth cell count leaders -> ha_1, inv_1, nor2_1
post-CTS resize count -> 0
largest net degree at the start of global routing -> 38
Flop area -> 0 µm²
worst slew pin tran -> 0.8091 ns
Syn Inst Count -> 842
setup bufs post-CTS -> 0
Synth area leader -> ha_1
setup slack after placement -> 4.740 ns
Crit path required time -> 13.36 ns
Placement Cell Area -> 0.006711 mm²
setup TNS -> 0 ns
FP Rows -> 49
status -> finished, violations left
vias in the first global route -> 6098
Final Critical Period -> 12.00 ns
Vias -> 6563
syn avg cell area -> 6.614 µm²
antenna violations before repair -> 0
Log Warnings -> 102
Detailed Route Iter0 Violations -> 757
All-Layer GR Usage -> 21.36%
CP arrival -> 8.66 ns
final WL -> 20460 µm
Crit path max-delay family -> simple AND/OR/NAND/NOR gates
Distinct cells, synth -> 80
Worst Hold Slack -> 7.929 ns
buffers and inverters on the worst path -> 2
Startpoint Class -> input pin
leakage power -> 0.002877 µW
routability cong. -> 0.9913
DIE WIDTH -> 138.3 µm
f_max -> 0.08332 GHz
CP max FO -> 23
Area leader share -> 22.92%
worst setup path category -> input pin to primary output
worst setup margin -> 4.699 ns
DRT Pass-1 Iters -> 48
CP Cell Sequence -> clkdlybuf4s50_1, or3b_1, nor2_4, a221oi_2, o22ai_1, or4b_1, a211oi_1, or4b_1, nor4_1, nand4b_1, or4_1, nor4_2, clkdlybuf4s50_1
Synth top cell by count -> ha_1
fin. max-slew vios -> 0
Mapped Area -> 0.005569 mm²
Synth area leaders -> ha_1, a21oi_1, inv_1
failing checks -> design-rule violations
sequential fraction of the synthesis area -> 0%
Hold-fix buffers, CTS -> 0
YS chip area -> 0.005569 mm²
Core Region -> 0.01809 mm²
antenna cell count -> 0
worst hold path type -> input pin to primary output
final hold viol count -> 0
CP max stage delay -> 1.00 ns
Worst VDD drop -> 0.01237 mV
Routed wire per std cell -> 18.12 µm
Antenna Nets Post-Route -> 0
die area -> 0.01911 mm²
GR Overflow Total -> 0
I/O Pins -> 101
Seq cells -> 0
number of clock buffers in the layout -> 0
layout cells sized above 1 -> 3.333%
DIE HEIGHT -> 138.3 µm
Worst path slowest cell -> clkdlybuf4s50_1
first-pass GRT wire length -> 32730 µm
DR vias/cell -> 5.813
Yosys warnings -> 1
Post-route DRC -> 15
# setup viols final -> 0
fp util -> 30.79%
[power breakdown]
group	switching [µW]	total (µW)	internal, µW
clock	0	0	0
combinational	125	219	93.7
sequential	0	0	0
total	125	219	93.7
[worst paths after layout]
check / from / to / cells after the start
max: alu_control[0] / zero / 13
min: alu_input_1[25] / alu_output[25] / 5
[kinds of logic (layout without fill, tap and decap cells)]
family | count (synthesis) | in the layout | synth area share (%)
xor gates and xnor gates | 19 | 19 | 2.988
AOI/OAI and AO/OA | 293 | 293 | 36.37
adders and majority gates | 104 | 104 | 23.64
muxes | 6 | 6 | 1.101
buffers and inverters | 145 | 203 | 10.40
and+or+nand+nor | 275 | 275 | 25.50
[placed cells by master, fill, tap and decap left out, drive strengths merged, types with 16 or more instances in the layout]
cell type	count
o31ai	16
a211oi	17
a21oi	75
a221oi	23
nand2	55
nor2	78
clkdlybuf4s50	101
nor3	27
xnor2	18
ha	102
nor4	17
inv	94
o21ai	43
nand4	16
[routing by layer]
metal | vias up | wire length, µm | share of wire (%) | track usage, %
met4 | 0 | 520 | 2.5 | 5.795
met2 | 302 | 9115 | 45 | 33.38
li1 | 3216 | - | - | -
met1 | 3005 | 9206 | 45 | 30.63
met3 | 40 | 1618 | 7.9 | 3.212
met5 | - | 0 | 0 | 0
[cell type report]
type	count	area (µm²)
fillers	1938	11370
multi-input cells	697	5001
repair buffers	109	1071
inverters	94	352.8
well taps	229	286.5
[worst min-delay path, delay by kind of cell]
family          cells  cell delay (ns)
buf+inv             3             0.94
compound gates      1             0.16
fa+ha+maj           1             0.16
[per-stage QoR]
stage / std cells / util [%] / total power, µW
2_1_floorplan: 842 / - / 134.7
3_3_place_gp: 1129 / 37.11 / 215.8
3_5_place_dp: 1129 / 37.11 / 214.5
4_1_cts: 1129 / 37.11 / 216.1
5_1_grt: 1129 / 37.11 / 240.4
6_report: 1129 / 37.11 / 219.0
Power figures rest on the tool's default switching activity, not on a simulated workload.
