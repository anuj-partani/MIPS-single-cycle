==> flow/design.v <==
module register_file
(
	input clk,
    input [4:0] read_register_1,
    input [4:0] read_register_2,
    input reg_write,
    input [4:0] write_register,
    input [31:0] write_data,
    output [31:0] read_data_1,
    output [31:0] read_data_2
);
    reg [31:0] register_memory [31:0]; 
	initial begin
		register_memory [0] = 32'h00000000;  
		register_memory [1] = 32'h00001111;  
		register_memory [2] = 32'h00002222;  
		register_memory [3] = 32'h00003333;  
		register_memory [4] = 32'h00004444;  
		register_memory [5] = 32'h00005555;  
		register_memory [6] = 32'h00006666;  
		register_memory [7] = 32'h00007777;  
		register_memory [8] = 32'h00008888;  
		register_memory [9] = 32'h00009999;  
		register_memory[10] = 32'h0000aaaa;  
		register_memory[11] = 32'h0000bbbb;  
		register_memory[12] = 32'h0000cccc;  
		register_memory[13] = 32'h0000dddd;  
		register_memory[14] = 32'h0000eeee;  
		register_memory[15] = 32'h0000ffff;  
		register_memory[16] = 32'h00000000;  
		register_memory[17] = 32'h00001111;  
		register_memory[18] = 32'h00002222;  
		register_memory[19] = 32'h00003333;  
		register_memory[20] = 32'h00004444;  
		register_memory[21] = 32'h00005555;  
		register_memory[22] = 32'h00006666;  
		register_memory[23] = 32'h00007777;  
		register_memory[24] = 32'h00008888;  
		register_memory[25] = 32'h00009999;  
		register_memory[26] = 32'h0000aaaa;  
		register_memory[27] = 32'h0000bbbb;  
		register_memory[28] = 32'h0000cccc;  
		register_memory[29] = 32'h0000dddd;  
		register_memory[30] = 32'h0000eeee;  
		register_memory[31] = 32'h0000ffff;  
	end
    always @(posedge clk)
        if(reg_write)
            register_memory[write_register] = write_data; 
	assign read_data_1 = (read_register_1 == 0) ? 32'h0 : register_memory[read_register_1];
    assign read_data_2 = (read_register_2 == 0) ? 32'h0 : register_memory[read_register_2];
endmodule
module tb_register_file();
	reg         tb_clk				;
    reg [4:0]   tb_read_register_1  ;
    reg [4:0]   tb_read_register_2  ;
    reg         tb_reg_write        ;
    reg [4:0]   tb_write_register   ;
    reg [31:0]  tb_write_data       ;
    wire [31:0] tb_read_data_1      ;
    wire [31:0] tb_read_data_2      ;
	initial begin 
		tb_clk = 0;
		repeat (500) begin 
			#5 tb_clk = ~ tb_clk;
		end
	end
	integer i;
    initial begin
		tb_read_register_1 = 0;
		tb_read_register_2 = 0;
		tb_write_register = 5'd8;
		tb_reg_write = 0;
		tb_write_data = 32'ha5a5a5a5;
		#10 tb_read_register_1 = 1;
		#10 tb_read_register_1 = 2;
		#10 tb_read_register_1 = 3;
		#10 tb_read_register_1 = 4;
        #10 tb_read_register_1 = 8;
        for (i=0; i<32; i=i+1 ) begin
            tb_read_register_1 = i;
            tb_read_register_2 = i+1;
            #25;
        end  
		tb_read_register_1 = 8;
		tb_read_register_2 = 8;
		#50 tb_reg_write = 1'b1;
		#10 tb_reg_write = 1'b0;
		#10 tb_read_register_1 = 9;
		#10 tb_read_register_1 = 8;
		#30;
    end
    register_file test_register_file (
		.clk 			 (tb_clk            ),
		.read_register_1 (tb_read_register_1),
		.read_register_2 (tb_read_register_2),
		.reg_write       (tb_reg_write      ),
		.write_register  (tb_write_register ),
		.write_data      (tb_write_data     ),
		.read_data_1     (tb_read_data_1    ),
		.read_data_2     (tb_read_data_2    )
	);
endmodule
==> flow/run.sh <==
#!/bin/bash
# OpenROAD 26Q1-2900-gdf79404cd8, Yosys 0.63+post, stock flow scripts
make -C /OpenROAD-flow-scripts/flow DESIGN_CONFIG=/design/flow/config.mk WORK_HOME=/design/flow/orfs finish
==> flow/config.mk <==
export PLATFORM = sky130hd
export DESIGN_NAME = register_file
export DESIGN_NICKNAME = register_file
export VERILOG_FILES = /design/flow/design.v
export SDC_FILE = /design/flow/constraint.sdc
export NUM_CORES = 4
export LEC_CHECK = 1
export CORE_UTILIZATION = 50
==> flow/constraint.sdc <==
current_design register_file

set clk_period 6.0
set clk_io_pct 0.2

create_clock -name clk0 -period $clk_period [get_ports {clk}]

set non_clock_inputs [all_inputs -no_clocks]
set_input_delay [expr $clk_period * $clk_io_pct] -clock clk0 $non_clock_inputs
set_output_delay [expr $clk_period * $clk_io_pct] -clock clk0 [all_outputs]
==> impl_metrics.tcl <==
# place-and-route summary
set metrics [dict create \
    floorplan.core_util 0.504 \
    syn_inst 2400 \
    grtUsageTotal 0.362 \
    setup_tns_ps 0 \
    grt_pass1_wl_um 212000 \
    wl_per_cell_um 37.8 \
    ys_sh_xor 0 \
    postSynthSeqShare 0.655 \
    min_period_ps 5810 \
    gp_congestion 0.926 \
    ys_chip_area_um2 47000 \
    vias 26800 \
    power_leakage_nw 17.6 \
    area_growth_pct 15.7 \
    tritoncts "done" \
    wirelength_um 149000 \
    mux_area_frac 0.249 \
    ant_nets 0 \
    cts_setup_buffers 0 \
    fp-row-count 112 \
    worstHoldPathType "in2reg" \
    ff_latch_area_um2 30700 \
    synth_warnings 1 \
    die_h_um 308 \
    grt-ovfl-total 0 \
    path_max_fanout 25 \
    period_used_share 0.969 \
    min_to "register_memory[13][0]" \
    largest_reg_flops 1024 \
    ir_drop_uv 260 \
    clk_pin_slew_ps 60 \
    ys_types 40 \
    synthTopLogicFamily "multiplexers" \
    tightest_slew_ps 1020 \
    yosys.area_share.aoi 0.0541 \
    ys_sh_adder 0 \
    numCtsBuffers 108 \
    cts_root_buf "clkbuf_16" \
    cts_resized 0 \
    antenna_found_initial 5 \
    die_w_um 308 \
    fmax_mhz 172 \
    arrival_ps 4610 \
    ys_sh_simple 0.0194 \
    status "completed" \
    htreeDepth 3 \
    core-area_um2 93200 \
    rsz0062_at_grt "no" \
    hold_start "write_data[0]" \
    finalSetupViolations 0 \
    drive_gt1_frac 0.308 \
    chip_area_um2 95200 \
    cp-start-kind "primary input" \
    syn_area_um2 47000 \
    clockBufferDepth 3 \
    log.warning_count 26 \
    maxCapViolCount 0 \
    drtPass1Iterations 6 \
    portBuffers 112 \
    ys.flops 1024 \
    hold_ws_ps 1330 \
    grt_start_max_net_pins 55 \
    worstPathRequired_ps 4800 \
    hold_violations 0 \
    cts_num_sinks 1024 \
    cts_hold_buf 0 \
    crit_path_end_kind "output port" \
    slew_violations 0 \
    yosys_cells 2400 \
    drtIter0Drc 1814 \
    drc_errors 0 \
    avgSynthCellArea_um2 19.6 \
    n_fill_cell 6648 \
    mi_logic_area_um2 15400 \
    powerDensity_nw_per_um2 297 \
    slew_headroom 0.315 \
    dp_hpwl_um 92700 \
    critPathKind "in2out" \
    min_delay_path_depth 2 \
    vias_per_cell 6.78 \
    grt_pass1_vias 30100 \
    io_pins 113 \
]
==> routing by layer <==
metal | global-route usage | wire, um | vias to the layer above
li1 | - | - | 10900
met1 | 0.438 | 45100 | 13400
met5 | 0.0310 | 351 | -
met2 | 0.498 | 67900 | 2170
met4 | 0.0949 | 5220 | 14
met3 | 0.316 | 30700 | 308
==> critical path, cell delays in order <==
cell and delay (ps):
clkdlybuf4s50_1 670, or3b_2 570, buf_4 310, o221ai_1 270, a211oi_1 70, nor3_1 750
buf_4 230, clkdlybuf4s50_1 510
==> placed cells by master (no fill, tap or decap), drive strengths merged, types with 4 or more instances in the layout <==
cell type and n:
edfxtp 1024, mux4 425, buf 203, mux2i 183, clkbuf 130, clkdlybuf4s50 105
nand2 65, a22o 62, o22ai 55, a211oi 47, a21oi 46, clkinv 42
nor2 35, nor3 33, o221ai 31, a2111oi 31, inv 27, mux2 24
a221oi 23, a211o 23, and2 13, bufinv 12, a32o 9, nor4 9
nor2b 8, nand3b 7, or3b 5, nand3 4
==> cells in the mapped netlist <==
cell       count  share of area
a21boi_0       1        0.00016
a221o_1        1        0.00021
nor4b_2        1        0.00032
or3_1          2        0.00027
nor4_1         9         0.0012
nand3b_1       7         0.0011
nor3_2         1        0.00021
a32o_1         9         0.0019
and2_1        13         0.0017
a221oi_1      23         0.0043
mux2i_1      183          0.039
nand3_1        4        0.00043
mux2_1        19         0.0046
nor3_1        32         0.0034
o22a_1         1        0.00019
and3_1         1        0.00013
or3b_2         3        0.00056
buf_2         58         0.0062
mux4_2       425           0.20
a22o_1        62          0.012
nor2_1        35         0.0028
buf_6         12         0.0029
a211oi_1      47         0.0075
edfxtp_1    1024           0.65
a21oi_1       46         0.0049
and4_1         1        0.00019
mux2_2         5         0.0012
nand2b_1       3        0.00040
or3b_1         2        0.00037
nand2_1       65         0.0052
buf_4         20         0.0032
a211o_1       23         0.0043
inv_1         25         0.0020
o22ai_1       55         0.0073
a2111oi_0     31         0.0058
buf_1          7        0.00056
nor2b_1        8         0.0011
o211ai_1       1        0.00016
clkbuf_1     104         0.0083
o221ai_1      31         0.0058
==> per-stage QoR <==
step                 util  area [um^2]  setup WS (ps)  total power, mW  std cells
floorplan               -        47000           2030             8.90       2400
global placement    0.546        50800            301             9.63       3761
detailed placement  0.546        50800            341             9.65       3761
CTS                 0.583        54300            332             16.2       3950
global route        0.583        54300            173             16.6       3951
finish              0.583        54300            189             16.1       3952
==> cell type report <==
type,count,share of cell area
Clock buffer,130,0.0528
Antenna cell,2,0.0000921
Inverter,25,0.00177
Tap cell,1254,0.0289
Multi-Input combinational cell,1150,0.284
Sequential cell,1024,0.566
Clock inverter,59,0.0111
Timing Repair Buffer,308,0.0555
==> cells by family (layout without fill, tap and decap cells) <==
| family | after synthesis | count (layout) |
|---|---|---|
| flops | 1024 | 1024 |
| mux | 632 | 632 |
| compound gates | 331 | 331 |
| buf+inv | 226 | 522 |
| simple gates | 187 | 187 |
| other cells | 0 | 2 |
==> worst max-delay path by stage <==
stage / startpoint / to / slack (ps) / cells after the start
after CTS: read_register_2[3] / read_data_2[4] / 330 / 8
after global routing: read_register_2[3] / read_data_2[12] / 170 / 8
final: read_register_2[3] / read_data_2[12] / 190 / 8
==> where the power goes <==
part	switching (mW)	internal, mW	leakage [nW]
registers	0.0348	7.96	9.22
logic	0.862	0.660	6.68
clock network	2.73	3.89	1.70
No activity file was given, so power comes from the tool's default toggle rates.
