**/design/flow/run.sh**
```bash
#!/bin/bash
# OpenROAD 26Q1-2900-gdf79404cd8, Yosys 0.63+post, stock flow scripts
make -C /OpenROAD-flow-scripts/flow DESIGN_CONFIG=/design/flow/config.mk WORK_HOME=/design/flow/orfs finish
```
**/design/flow/config.mk**
```make
export PLATFORM = sky130hd
export DESIGN_NAME = instruction_memory
export DESIGN_NICKNAME = instruction_memory
export VERILOG_FILES = /design/flow/design.v
export SDC_FILE = /design/flow/constraint.sdc
export NUM_CORES = 4
export LEC_CHECK = 1
export CORE_AREA = 10 10 70 70
export DIE_AREA = 0 0 80 80
```
**/design/flow/constraint.sdc**
```tcl
current_design instruction_memory

set clk_period 3.5
set clk_io_pct 0.2

create_clock -name clk0 -period $clk_period

set non_clock_inputs [all_inputs -no_clocks]
set_input_delay [expr $clk_period * $clk_io_pct] -clock clk0 $non_clock_inputs
set_output_delay [expr $clk_period * $clk_io_pct] -clock clk0 [all_outputs]
```
**/design/flow/design.v**
```verilog
module instruction_memory
(
	input [31:0] read_address,
	output [31:0] instruction
);
	reg [31:0] instruction_memory_ROM [17:0];
	always @(read_address) begin
		instruction_memory_ROM [0] = 32'h012A4020;  
		instruction_memory_ROM [1] = 32'h02328022;  
		instruction_memory_ROM [2] = 32'h8FB00010;  
		instruction_memory_ROM [3] = 32'h00000000;  
		instruction_memory_ROM [4] = 32'h00000000;  
		instruction_memory_ROM [5] = 32'h00000000;  
		instruction_memory_ROM [6] = 32'h00000000;  
		instruction_memory_ROM [7] = 32'h00000000;  
		instruction_memory_ROM [8] = 32'h00000000;  
		instruction_memory_ROM [9] = 32'h00000000;  
		instruction_memory_ROM[10] = 32'h00000000;  
		instruction_memory_ROM[11] = 32'h00000000;  
		instruction_memory_ROM[12] = 32'h00000000;  
		instruction_memory_ROM[13] = 32'h00000000;  
		instruction_memory_ROM[14] = 32'h00000000;  
		instruction_memory_ROM[15] = 32'h00000000;  
		instruction_memory_ROM[16] = 32'h00000000;  
		instruction_memory_ROM[17] = 32'h00000000;  
	end
	assign instruction = (read_address==32'h003FFFFC) ? 32'h00000000 : instruction_memory_ROM[(read_address - 4194304)/4] ;
endmodule
module tb_instruction_memory();
	reg [31:0] tb_read_address;
	wire [31:0] tb_instruction;
	integer i;
	initial begin
		tb_read_address = 32'h003FFFFC;
		#25;
		for(i=0; i<18; i=i+1) begin
			tb_read_address = 32'h00400000 | (i*4);
			#25;
		end
	end
	instruction_memory test_instruction_memory 
	(
		.read_address(tb_read_address),
		.instruction (tb_instruction )
	);
endmodule
```
==> GITHUB_STEP_SUMMARY <==
### Flow metrics

| Metric | Value |
|---|---|
| Max_cap viols | `0` |
| Sequential group share of total power | `0` |
| Setup TNS | `0 ns` |
| Die X | `~80 um` |
| Non-filler cells, final | `134` |
| YS chip area | `between 300 and 400 um2` |
| Bufs and invs on worst path | `2` |
| Syn Inst Count | `50` |
| Area delta synth->final | `107%` |
| Worst slew margin | `0.646` |
| Unique cell types | `19` |
| Crit path to | `instruction[19]` |
| Largest net degree at the start of global routing | `7` |
| Final wirelength | `1680 um` |
| FILL cells | `between 300 and 400` |
| Comb power frac | `1.000` |
| Crit Path Category | `in2out` |
| Outcome | `complete, no violations` |
| Critical path's top delay family | `buffers and inverters` |
| Worst hold slack | `approximately 2.5 ns` |
| # DRC | `0` |
| Int Pwr | `between 40 and 50 uW` |
| Num ports | `approximately 64` |
| Max incr delay on CP | `~0.48 ns` |
| Slowest-stage cell, CP | `clkdlybuf4s50_1` |
| NetSw | `between 15 and 20 uW` |
| Cell type with the largest total area | `buf_4` |
| Grt ovf | `0` |
| Vias in the first global route | `roughly 470` |
| Antenna violations before repair | `0` |
| CP max FO | `4` |
| RSZ-0062 raised after global routing | `no` |
| Die H | `roughly 80 um` |
| 1st-pass router iterations | `2` |
| Area leader share | `0.500` |
| Worst slew pin tran | `~0.53 ns` |
| Syn Area/Cell | `approximately 7.5 um2` |
| CP Cell Sequence | `clkdlybuf4s50_1 -> or3_1 -> xor2_1 -> a41oi_2 -> and2_1 -> clkdlybuf4s50_1` |
| Pwr/cell area | `between 80 and 90 mW/mm2` |
| DIE AREA | `about 0.0064 mm2` |
| DPL Wire Length | `1570 um` |
| Final setup fails | `0` |
| Count of tool warnings | `32` |
| Ratio of routed vias to standard cells | `~3.1` |
| Layout cells sized above 1 | `0.0455` |
| Critical Path Start | `read_address[3]` |
| Critical Path RT | `2.80 ns` |
| Via Count | `420` |
| Post-route ant nets | `0` |
| Post-layout util | `0.227` |
| Register Area | `0 um2` |
| Post-route clock period utilization | `0.957` |
| Final Max Slew Viols | `0` |
| Worst slack, placed | `0.115 ns` |
| Net Sw Frac | `0.246` |
| Row count | `21` |
| CTS Hold Bufs | `0` |
| Largest cells by area | `buf_4, nor4_4, nand4_1` |
| Hold crit path type | `in2out` |
| WL/cell | `approximately 13 um` |
| Number of cells on the critical path | `6` |
| Pre-Place Util | `0.110` |
| # Cells Yosys | `50` |
| DR iter-0 viols | `3` |
| Cell mode on critical path | `clkdlybuf4s50_1` |
| Clock share of power | `0` |
| Register share after synthesis | `0` |
| Arrival time worst endpoint | `between 2 and 3 ns` |
| Yosys synthesis warning count | `2` |
| Core ar. | `0.00342 mm2` |
| PnR worst setup slack | `roughly 0.15 ns` |
| Leakage | `between 0.3 and 0.4 nW` |
| Clock buffer cells | `0` |
| Count of final hold-check violations | `0` |
| Setup crit end kind | `output port` |
| Antenna cell count | `0` |
| Mapped cell area | `375 um2` |
| Postcts setup bufs | `0` |
| CTS resizes | `0` |
| Maximum vdd ir drop | `between 10 and 15 uV` |
| Min cycle time layout | `between 3 and 4 ns` |
| DP Cell Count | `around 130` |
| RePlAce Congestion | `a little under 0.9` |
| Overall Global Routing Usage | `0.0446` |
| Achievable Freq | `roughly 300 MHz` |
| Seq cells | `0` |
| Port Buffers | `about 47` |
| First-pass GRT wire length | `between 2000 and 2500 um` |
| Crit start category | `input pin` |
[layer usage]
metal	up-vias	share of wire	routed length [um]	track usage
li1	212	-	-	-
met1	168	0.46	775	0.0639
met2	40	0.41	685	0.0666
met3	0	0.13	215	0.0148
met4	0	0	0	0
met5	-	0	0	0
[worst min-delay path: cells and delay by family]
family	cells	cell delay (ns)
buffers and inverters	2	0.89
and+or+nand+nor	2	0.19
[power groups by stage]
stage	clock (mW)	combinational [mW]	sequential [mW]
after CTS	0	0.0673	0
after global routing	0	0.0716	0
final	0	0.0651	0
[cell type report]
class	instances	area, um2	area share
Multi-Input combinational cell	39	240	0.310
Tap cell	46	57.6	0.0742
Timing Repair Buffer	47	470	0.606
Inverter	2	7.51	0.00968
[kinds of logic (layout without fill, tap and decap cells)]
kind of cell              count (synthesis)  count (layout)  synth area share
AOI/OAI and AO/OA                         3               3            0.0800
xor gates and xnor gates                  1               1            0.0233
buffers and inverters                    27              49             0.520
and+or+nand+nor                          18              18             0.367
other                                     1              17           0.00999
[placed cells by master, fill, tap and decap left out]
cell type         n
nor4_2            1
nor4_1            3
nor4_4            1
a21oi_1           1
a41oi_1           1
inv_1             2
nand4_1           3
and2_1            1
a41oi_2           1
or2_1             1
or3_1             1
xor2_1            1
nand4bb_1         1
nor3_1            1
nand4_2           1
conb_1           17
clkdlybuf4s50_1  47
nand3b_1          1
nand2_1           3
[worst min path at each step]
stage	from	to	slack [ns]	depth (start not counted)
4_1_cts	read_address[3]	instruction[20]	2.51	4
5_1_grt	read_address[2]	instruction[15]	2.54	4
6_report	read_address[3]	instruction[20]	2.48	4
[stage by stage]
stage / total power, mW / area, um2
6_report: 0.0651 / 776
5_1_grt: 0.0716 / 776
4_1_cts: 0.0673 / 776
3_5_place_dp: 0.0669 / 776
3_3_place_gp: 0.0671 / 776
2_1_floorplan: 0.0263 / 435
[synth_stat cells]
master / instances
a21oi_1: 1
conb_1: 1
a41oi_1: 1
nor4_4: 1
xor2_1: 1
nand4_2: 1
nor3_1: 1
or2_1: 1
nand3b_1: 1
or3_1: 1
a41oi_2: 1
buf_4: 25
nand4_1: 3
nor4_2: 1
nand2_1: 3
and2_1: 1
inv_1: 2
nand4bb_1: 1
nor4_1: 3
Power is estimated from default activity; no workload was simulated.
